## /design/flow/run.sh

```bash
#!/bin/bash
# OpenROAD 26Q1-2900-gdf79404cd8, Yosys 0.63+post, stock flow scripts
make -C /OpenROAD-flow-scripts/flow DESIGN_CONFIG=/design/flow/config.mk WORK_HOME=/design/flow/orfs finish
```

## /design/flow/config.mk

```make
export PLATFORM = sky130hd
export DESIGN_NAME = top_replay
export DESIGN_NICKNAME = top_replay
export VERILOG_FILES = /design/flow/design.v
export SDC_FILE = /design/flow/constraint.sdc
export NUM_CORES = 4
export LEC_CHECK = 1
export CORE_UTILIZATION = 30
```

## /design/flow/constraint.sdc

```tcl
current_design top_replay

set clk_period 4.4
set clk_io_pct 0.2

create_clock -name clk0 -period $clk_period [get_ports {clk_3125}]

set non_clock_inputs [all_inputs -no_clocks]
set_input_delay [expr $clk_period * $clk_io_pct] -clock clk0 $non_clock_inputs
set_output_delay [expr $clk_period * $clk_io_pct] -clock clk0 [all_outputs]
```

## /design/flow/design.v

```verilog
module baud_gen #(parameter SYS_CLK = 3125000, BAUD = 115200)(
    input clk_3125,
    input reset,
    output reg baud_tick
);
    localparam integer COUNT_MAX = SYS_CLK / BAUD;  
    integer count = 0;
    always @(posedge clk_3125 or negedge reset) 
	 begin
        if (~reset) 
		  begin
            count <= 0;
            baud_tick <= 0;
        end 
		  else 
		  begin
            if (count == COUNT_MAX - 1) 
				begin
                count <= 0;
                baud_tick <= 1;
            end 
				else 
				begin
                count <= count + 1;
                baud_tick <= 0;
            end
        end
    end
endmodule
module fifo(
       input            clk,reset,enable,write_en,read_en,baud_tick,crc_done,rx_complete,
       input      [7:0] input_data,
       output reg [7:0] output_data
);
reg [3:0] write_add;                         
reg [3:0] read_add;                          
reg [3:0] counter;                           
reg [7:0] mem [15:0];                        
reg       full_queue,empty_queue;            
always @(posedge clk or negedge reset)
begin
     if(~reset)                              
        begin
        counter=4'b0;
        write_add=4'd0;
        read_add=4'd0;
        full_queue=1'b0;
        empty_queue=1'b0;
        output_data=8'b0;
        end
     else    
        begin
        if(write_en && !full_queue && (enable || crc_done))
           begin
           mem[write_add]<=input_data;      
           counter<=counter+1'b1;
           write_add<=(write_add+1) % 16;   
           end
		    if(write_en && !full_queue && rx_complete)
           begin
           mem[write_add]<=input_data;      
           counter<=counter+1'b1;
           write_add<=(write_add+1) % 16;   
           end
        if(read_en && !empty_queue && baud_tick)
          begin
          output_data<=mem[read_add];       
          counter<=counter-1'b1;
          read_add<=(read_add+1)%16;        
          end
       full_queue=(counter==4'd15)?1:0;    
       empty_queue=(counter==4'd0)?1:0;    
        end
end
endmodule
module replay_protection_rx
(
  input       clk,
  input       reset_n,
  input [7:0] data_in,
  input       rx_complete,
  output reg  replay_error
);
reg [7:0] prev_replay;
reg [7:0] replay;
reg [3:0] count;
reg [1:0] state;
localparam [1:0] START_STATE  =  2'h0;
localparam [1:0] COUNT_STATE  =  2'h1;
localparam [1:0] VERIFY_STATE =  2'h2;
  always@(posedge clk or negedge reset_n)
  begin 
	 if(~reset_n)
	 begin 
		replay_error <= 1'b0;
		prev_replay  <= 7'h0;
		replay       <= 7'h0;
		count        <= 4'h0; 
		state        <= START_STATE;
	 end 
	 else 
	 begin
		  case(state) 
	        START_STATE: 
		       begin 
				   if(rx_complete)
					  state <= COUNT_STATE;
					else 
					  state <= START_STATE;
				 end
			  COUNT_STATE:
			    begin 
				   if(count == 4'd8) 
					   begin 
						  count  <= 4'd0;
						  replay <= data_in;
						  state  <= VERIFY_STATE;
						end 
					else 
					   begin
					    count <= count + 1'b1;
						 state <= START_STATE;
						end 
				 end 
			  VERIFY_STATE:
			    begin 
					replay_error <= (prev_replay > replay)? 1 : 0; 
					prev_replay  <= replay;
					state        <= START_STATE;
				 end 
		  endcase 
	 end 
  end 
endmodule 
module replay_protection_tx
(
  input            clk,
  input            reset_n,
  input      [7:0] data_in,
  output reg       read_en,
  output reg [7:0] data_out,
  output reg       data_ready
);
reg [3:0] data_in_count;
reg [7:0] replay_count;
reg [2:0] state ;
localparam [2:0] START_STATE   = 3'h0;
localparam [2:0] WRITE_STATE   = 3'h1;
localparam [2:0] READ_STATE    = 3'h2;
localparam [2:0] WAIT_STATE    = 3'h3;
localparam [2:0] COMPUTE_STATE = 3'h4;
localparam [2:0] DONE_STATE    = 3'h5;
  always@(posedge clk or negedge reset_n)
  begin 
	 if(~reset_n)
	 begin 
		replay_count  <= {8{1'h0}};
		data_in_count <= 4'h0;
		state         <= START_STATE;
		read_en       <= 1'b0;
		data_ready    <= 1'b0;
	 end 
	 else 
	 begin
	   case(state) 
		 START_STATE:
		   begin 
			  data_ready <= 1'b0;
			  if(data_in_count == 4'd8) 
			  begin 
			    data_in_count <= 4'b0;
				 replay_count  <= (replay_count + 1'b1) % 256;
				 state         <= DONE_STATE;
			  end 
			  else 
			     state <= WRITE_STATE;
			end 
		  WRITE_STATE:	 
		    begin 
				state   <= READ_STATE;
			 end 
		  READ_STATE:
		    begin 
			   read_en <= 1'b1;
				state   <= WAIT_STATE; 
			 end
		  WAIT_STATE:
		    begin 
			   read_en      <= 1'b0;
			   state <= COMPUTE_STATE;
		    end 
		  COMPUTE_STATE:
		    begin 
			   if (data_in >= 8'h0) 
			   begin 
			     data_in_count <= data_in_count + 1'b1; 
				  data_ready <= 1'b1; 
			   end 
			   data_out <= data_in;
			   state    <= START_STATE;
			 end 
		  DONE_STATE: 
		  begin 
		    data_ready <= 1'b1;
		    data_out <= replay_count;
			 state    <= START_STATE;
		  end 
		endcase 
	 end 
  end 
endmodule 
module top_replay
(
  input            clk_3125,
  input            reset, 
  input            enable,
  input      [7:0] data,
  output     [7:0] rx_msg,
  output           replay_error
);
wire [7:0] data_in_replay;
wire [7:0] data_out_replay;
wire       read_en_replay;
wire       read_en_uart;
wire       data_ready;
wire [7:0] data_in_uart;
wire       tx_rx_bit;
wire       tx_done;
wire       rx_complete;
wire       read_en_check;
wire [7:0] data_in_check;
  fifo      f1  (clk_3125,reset,enable,1'b1,read_en_replay,1'b1,data,data_in_replay);
  replay_protection_tx rpt1(clk_3125 ,reset , data_in_replay, read_en_replay, data_out_replay,data_ready);
  fifo      f2  (clk_3125,reset,1'b1,data_ready,read_en_uart,baud_tick,data_out_replay,data_in_uart);
  baud_gen bg1  (clk_3125,reset,baud_tick);
  uart_tx  utx1 (clk_3125,baud_tick,1'b1,data_in_uart,read_en_uart,tx_rx_bit,tx_done);
  uart_rx  urx1 (clk_3125,baud_tick,tx_rx_bit,rx_msg,rx_complete);
  replay_protection_rx rpr1 (clk_3125,reset,rx_msg,rx_complete,replay_error);
endmodule 
module uart_rx(
    input  clk_3125,
    input  baud_tick,       
    input  rx,
    output reg [7:0] rx_msg,
    output reg rx_complete
);
localparam IDLE   = 3'd0;
localparam START  = 3'd1;
localparam DATA   = 3'd2;
localparam PARITY = 3'd3;
localparam STOP   = 3'd4;
reg [2:0] state;
reg [3:0] bit_idx;         
reg [7:0] shift_reg;
reg [3:0] ones_count;      
reg rx_busy;
reg rx_parity_bit;
initial begin
    rx_msg = 8'd0;
    rx_complete = 1'b0;
    state = IDLE;
    bit_idx = 4'd0;
    shift_reg = 8'd0;
    ones_count = 4'd0;
    rx_busy = 1'b0;
    rx_parity_bit = 1'b0;
end
always @(posedge clk_3125) 
begin
    rx_complete <= 1'b0;
    if (baud_tick) 
	 begin
        case (state)
            IDLE: begin
                if (rx == 1'b0)
					 begin
                    rx_busy <= 1'b1;
                    ones_count <= 4'd0;
                    bit_idx <= 4'd0;
                    shift_reg <= 8'd0;
                    state <= START;
                end
            end
            START: begin
                state <= DATA;
                bit_idx <= 4'd0;
                shift_reg[0] <= rx;
                ones_count <= rx ? ones_count + 1'b1 : ones_count;
            end
            DATA: begin
                if (bit_idx == 4'd7) 
					 begin
                    state <= PARITY;
                end 
					 else 
					 begin
                    bit_idx <= bit_idx + 1'b1;
                    shift_reg[bit_idx + 1] <= rx;
                    if 
								(rx) ones_count <= ones_count + 1'b1;
                end
            end
            PARITY: begin
                rx_parity_bit <= rx;
                state <= STOP;
            end
            STOP: begin
                if (rx == 1'b1) 
					 begin
                    rx_msg <= shift_reg;
                    if(shift_reg >= 8'h0) rx_complete <= 1'b1;
                end
                rx_busy <= 1'b0;
                state <= IDLE;
            end
            default: state <= IDLE;
        endcase
    end
end
endmodule
module uart_tx(
    input clk_3125,
	 input baud_tick,
    input tx_start,
    input [7:0] data,
	 output reg read_en,
    output reg tx,
    output reg tx_done,
	 output reg start_crc
);
localparam IDLE  = 3'd0;
localparam START = 3'd1;
localparam DATA  = 3'd2;
localparam PARITY= 3'd3;
localparam STOP  = 3'd4;
localparam READ_STATE = 3'd5;
localparam WAIT_STATE = 3'd6;
reg [2:0] state;
reg [3:0] bit_idx;          
reg [7:0] latched_data;
reg parity_bit;
reg busy;
reg [3:0] counter;
initial begin
    tx = 1'b1;              
    tx_done = 1'b0;
	 read_en = 1'b0;
    state = READ_STATE;
    bit_idx = 4'd0;
    latched_data = 8'd0;
    parity_bit = 1'b0;
    busy = 1'b0;
	 start_crc = 1'b0;
	 counter = 4'd0;
end
always @(posedge clk_3125) 
begin
    if (baud_tick)
	 begin
        tx_done <= 1'b0; 
        case (state)
		  	READ_STATE:
		    begin 
			   read_en <= 1'b1;
				state   <= WAIT_STATE; 
				if(counter == 8'h1) 
				begin 
				   start_crc <= 1'b1;
				end 
				else 
				  start_crc <= 1'b0;
			end 
		  WAIT_STATE:
		    begin 
			   state <= IDLE;
				read_en <= 1'b0;
		    end 
            IDLE: begin
                tx <= 1'b1;
                if (tx_start && !busy) 
					 begin
                    latched_data <= data;
                    parity_bit <= ^data;    
                    busy <= 1'b1;
                    tx <= 1'b0;             
                    state <= START;
                end
            end
            START: begin
                state <= DATA;
                bit_idx <= 4'd0;
                tx <= latched_data[0];
            end
            DATA: begin
                if (bit_idx == 4'd7) 
					 begin
                    state <= PARITY;
                    tx <= parity_bit;
                end 
					 else 
					 begin
                    bit_idx <= bit_idx + 1'b1;
                    tx <= latched_data[bit_idx + 1];
                end
            end
            PARITY: begin
                state <= STOP;
                tx <= 1'b1;   
            end
            STOP: begin
                tx <= 1'b1;
                if(data >= 8'h0) begin tx_done <= 1'b1; counter <= counter + 1'b1; end  
                busy <= 1'b0;
                state <= READ_STATE;
            end
            default: begin
                tx <= 1'b1;
                state <= READ_STATE;
                busy <= 1'b0;
            end
        endcase
    end
end
endmodule
```

==> flow_metrics.env <==
# flow metrics
export IMPL_setup_viol=0
export IMPL_ys_area_um2=4359
export IMPL_min_path_type="flip-flop to flip-flop"
export IMPL_place_congestion=0.8113
export IMPL_r2r_start="urx1.bit_idx[0]$_SDFFCE_PP0P_"
export IMPL_crit_type="flip-flop to flip-flop"
export IMPL_fp_util_pct=31.04
export IMPL_ios=20
export IMPL_yosys_warnings=20
export IMPL_synth_area_um2=4359
export IMPL_vias=2819
export IMPL_overflow=0
export IMPL_area_growth_pct=13.72
export IMPL_cts_sinks=90
export IMPL_wl_met3_um=205
export IMPL_rsz0062_at_grt="false"
export IMPL_crit_end="urx1.shift_reg[2]$_SDFFCE_PP0P_"
export IMPL_grt_usage_pct=10.57
export IMPL_syn_area_per_cell_um2=11.04
export IMPL_fmax_mhz=411.5
export IMPL_maxSlewViolCount=0
export IMPL_slowest_stage="edfxtp_1"
export IMPL_skew_ns=0.006880
export IMPL_cpPeakStageDelay_ns=0.55
export IMPL_layout_setup_ws_ns=1.970
export IMPL_antenna_found_initial=0
export IMPL_crit_buf_inv=1
export IMPL_fin_crit_sh_pct=55.23
export IMPL_top_register="bg1.count"
export IMPL_dr_first_iter_drc_count=148
export IMPL_die_w_um=122.5
export IMPL_cap_violations=0
export IMPL_status="completed"
export IMPL_postRouteAntennaNets=0
export IMPL_p_leak_nw=2.072
export IMPL_post_drt_wl_per_cell_um=11.89
export IMPL_hold_violations=0
export IMPL_cts_resized=0
export IMPL_crit_family="simple AND/OR/NAND/NOR gates"
export IMPL_dr_wl_met2_mm=3.075
export IMPL_finish_utilization_pct=35.30
export IMPL_ys_cells=395
export IMPL_crit_chain="inv_1, ha_1, nor3b_1, xor2_1, nor2_1, nand2_1, a32o_1"
export IMPL_remaining_drc_errors=0
export IMPL_warnings=40
export IMPL_post_cts_repair_setup_buffers=0
export IMPL_viasPerCell=4.722
export IMPL_worstSetupStartpointType="flip-flop"
export IMPL_worstPathMaxFanout=11
export IMPL_finalWirelength_mm=7.100
export IMPL_numCtsBuffers=9
export IMPL_fin_setup_tns_ns=0
export IMPL_ir_worst_vdd_mv=0.1616
export IMPL_lay_top_count="dfrtp_1"
export IMPL_powerDensity_nw_per_um2=324.3
export IMPL_lay_top_cells="dfrtp_1 (56), nand2_1 (46), nor2_1 (37)"
export IMPL_clk_pin_slew_worst_paths_ns=0.06
export IMPL_synth_cell_type_count=55
export IMPL_pre_cts_slack_ns=2.008
export IMPL_wl_met1_mm=3.710
export IMPL_antennaDiodeCount=0
export IMPL_async_flop_share_pct=63.33
export IMPL_root_buffer="clkbuf_16"
export IMPL_fin_crit_ns=2.430
export IMPL_dr_pass1_iters=6
export IMPL_placed_cell_area_um2=4672
export IMPL_cts_tree="done"
export IMPL_std_cell_rows=43
export IMPL_critPathArrivalTime_ns=2.52
export IMPL_cp_startpoint="urx1.bit_idx[0]$_SDFFCE_PP0P_"
export IMPL_end_kind="flip-flop"
export IMPL_edf_count=32
export IMPL_crit_required_ns=4.49
export IMPL_grt_pass1_vias=2721
export IMPL_floorplan_die_area_um2=15020
export IMPL_largest_register_ffs=32
export IMPL_netlist_instances=395
export IMPL_grt_max_degree=58
export IMPL_htreeDepth=3
export IMPL_grt_pass1_wl_mm=12.63
export IMPL_worstSkewPairLatency_ns=0.34
export IMPL_timing_rr_end="urx1.shift_reg[2]$_SDFFCE_PP0P_"
export IMPL_top_layer="met4"
export IMPL_yosysSeqAreaShare_pct=55.25
export IMPL_tightestPinTransition_ns=0.7044
export IMPL_cts_hold_buf=0
export IMPL_ff_type="dfrtp_1"
export IMPL_clockBufferDepth=2
export IMPL_r2r_setup_slack_ns=1.97
export IMPL_cp_depth=7
export IMPL_io_buffers=10
export IMPL_coreArea_um2=14040
export IMPL_maxSlewHeadroom_pct=53.04
export IMPL_drive_gt1_share_pct=8.873
export IMPL_die_y_um=122.5
export IMPL_fin_area_um2=4957
export IMPL_rr_worst_depth=7
export IMPL_place_hpwl_mm=4.867
export IMPL_numSynthFlops=90
[Yosys cell counts (all sizes together), types with 3 or more instances]
cell type | number | area [um^2]
xor2 | 14 | 122.6
nand4 | 11 | 90.08
nor4 | 7 | 58.81
a21oi | 9 | 45.04
and2 | 3 | 18.77
nand2b | 3 | 18.77
nand3 | 16 | 80.08
nor3b | 3 | 22.52
and3 | 8 | 57.55
mux2 | 7 | 78.83
clkbuf | 5 | 18.77
and4 | 3 | 28.78
o21ai | 20 | 100.1
nand2 | 46 | 172.7
nor2 | 39 | 151.4
xnor2 | 26 | 227.7
ha | 19 | 237.7
a21boi | 7 | 52.55
inv | 20 | 75.07
nor3 | 8 | 40.04
edfxtp | 32 | 960.9
dfrtp | 56 | 1401
[per-layer routing]
metal,GRT usage (%),up-vias
li1,-,1426
met1,16.73,1356
met2,15.80,30
met3,2.087,7
met4,1.601,0
met5,0,-
[how the worst min path moves through the flow]
stage                                           start  cells after the start                       end  slack (ns)
final                 urx1.shift_reg[7]$_SDFFCE_PP0P_                      0  urx1.rx_msg[7]$_DFFE_PP_        0.45
after global routing  urx1.shift_reg[5]$_SDFFCE_PP0P_                      0  urx1.rx_msg[5]$_DFFE_PP_        0.47
after CTS             urx1.shift_reg[7]$_SDFFCE_PP0P_                      0  urx1.rx_msg[7]$_DFFE_PP_        0.46
[cells by family after synthesis]
| family | count (synthesis) | share of synthesized area (%) |
|---|---|---|
| compound gates | 54 | 8.123 |
| fa+ha+maj | 19 | 5.454 |
| flops | 90 | 55.25 |
| xor+xnor | 40 | 8.037 |
| simple gates | 156 | 18.54 |
| mux | 9 | 2.268 |
| buf+inv | 27 | 2.325 |
[through the flow]
| stage | hold WS (ns) | power (mW) | std cells |
|---|---|---|---|
| 2_1_floorplan | 0.4146 | 0.8798 | 395 |
| 3_3_place_gp | 0.4343 | 0.8911 | 581 |
| 4_1_cts | 0.4583 | 1.630 | 597 |
| 6_report | 0.4549 | 1.607 | 597 |
| 3_5_place_dp | 0.4429 | 0.8911 | 581 |
| 5_1_grt | 0.4660 | 1.666 | 597 |
[power by group]
group	internal, mW	leakage, nW	switching, mW
combinational	0.000885	0.866	0.00964
clock	0.433	0.140	0.301
sequential	0.863	1.07	0
[area by class of cell]
class | count | area, um^2
timing repair buffer | 12 | 110.1
fill | 1327 | 9085
clock buffer | 9 | 225.2
sequential | 90 | 2409
tap | 180 | 225.2
multi-input combinational | 278 | 1849
inverter | 21 | 78.83
clock inverter | 7 | 60.06
Power and IR drop assume default switching activity.
